==> /design/flow/constraint.sdc <==
current_design xor_design

set clk_period 1.0
set clk_io_pct 0.2

create_clock -name clk0 -period $clk_period [get_ports {clk}]

set non_clock_inputs [all_inputs -no_clocks]
set_input_delay [expr $clk_period * $clk_io_pct] -clock clk0 $non_clock_inputs
set_output_delay [expr $clk_period * $clk_io_pct] -clock clk0 [all_outputs]
==> /design/flow/run.sh <==
#!/bin/bash
# OpenROAD 26Q1-2900-gdf79404cd8, Yosys 0.63+post, stock flow scripts
make -C /OpenROAD-flow-scripts/flow DESIGN_CONFIG=/design/flow/config.mk WORK_HOME=/design/flow/orfs finish
==> /design/flow/design.v <==
 `timescale 10 ns / 1 ps
 interface arb_if(input bit clk);
	logic [1:0] grant, request;
	logic reset;
 endinterface
 `timescale 10 ns / 1 ps
 module xor_design( clk,
					reset,
					a,
					b,
					y);
 input clk;
 input reset;
 input [3:0] a, b;
 output reg [3:0]  y;
 always @(posedge clk)
	begin
		if(!reset)
			begin
				y<=a^b;
			end
		else
			begin
				y<=0;
			end
	end
 endmodule
==> /design/flow/config.mk <==
export PLATFORM = sky130hd
export DESIGN_NAME = xor_design
export DESIGN_NICKNAME = xor_design
export VERILOG_FILES = /design/flow/design.v
export SDC_FILE = /design/flow/constraint.sdc
export NUM_CORES = 4
export LEC_CHECK = 1
export CORE_AREA = 10 10 70 70
export DIE_AREA = 0 0 80 80
==> metrics.csv <==
metric,value,unit
die area,6400,um2
Tot GR Track Use,1.60,%
synth warn,1,
period utilization,96.1,%
"Power, Total",445,uW
crit path cell chain,dlygate4sd2_1,
Synth cell types,3,
HP Class,input pin to flop,
drt pass-1 iters,2,
total congestion overflow,0,
Area Overhead vs Synth,161,%
post-route minimum period,0.961,ns
core area,3420,um2
Post-Syn Area,130,um2
largest registers,y (4),
DR vias,133,
CTS tree,yes,
layout cells sized above 1,17.9,%
Final Cell Area,339,um2
WP buf/inv,1,
Yosys top cell by area,dfxtp_1,
input/output buffers,13,
Max-Cap Viols,0,
I/O pins,14,
Cells after Synth,12,
antenna-violating nets left,0,
1st-iter DRT viols,9,
dpl cell area,318,um2
met2 wire length,193,um
clock slew at reported path FFs,0.04,ns
CTS Buffer Depth,2,
FF+latch area,82.6,um2
Pleak,0.000124,uW
highest metal used,met3,
gpl congestion,0.658,
routed length on met3,74,um
largest net degree at the start of global routing,5,
Via-to-Cell Ratio,1.80,
Final WS setup,0.0390,ns
routed length per instance,6.62,um
number of remaining DRC errors,0,
Root Buffer,clkbuf_4,
Largest register FFs,4,
post-route setup TNS,0,ns
"worst slack, placed",0.00998,ns
Slew @ Worst Pin,0.165,ns
RSZ-0062 raised after global routing,no,
Layout fillers,410,
Yosys chip area,130,um2
Yosys Instances,12,
outcome,"finished, final reports clean",
Gate Area,50.0,um2
CP startpoint kind,flop,
VDD IR max,218,uV
Max Slew Vio Count,0,
Critical-path top delay cell,dfxtp_2,
slowest cell delay on critical path,0.30,ns
mean post-synth cell area,10.8,um2
Fmax achieved,1.04,GHz
family with the most delay on the worst path,flip-flops,
Worst EP required,0.80,ns
worst hold-check slack,0.589,ns
met1 wire length,223,um
final setup fails,0,
Antenna Cells,0,
FP Util,3.81,%
clk sinks,4,
CTS H-tree depth,1,
Synthesized registers,4,
critical path capture point type,primary output,
Post-synth seq share,61.5,%
Die W,80,um
Synth top area share,61.5,%
crit path max fanout,1,
Post-CTS Hold Buffers,0,
final WL,490,um
tool warnings,25,
Site Rows,21,
biggest area cells,"dfxtp_1 62%, xnor2_1 27%, nor2_1 12%",
vias in the first global route,150,
total CTS buffers,3,
Die H,80,um
Max-slew headroom,88.9,%
"Most flops, register",y,
critical path data arrival time,0.76,ns
crit path kind,flop to primary output,
Final Hold Viols,0,
pwr dens,1310,nW/um2
initial antenna violation count,0,
first-pass GRT wire length,683,um
Yosys cell counts:
cell type and instances:
dfxtp_1 4, nor2_1 4, xnor2_1 4
timing repair:
item,4_1_cts,5_1_grt
buffers inserted,0,0
endpoints found under the setup margin,4,1
gates resized,6,1
pin swaps,0,0
path summary, 6_finish.rpt:
path,from,to,depth (start not counted)
setup / recovery,y[2]$_SDFF_PP0_,y[2],1
hold / removal,reset,y[3]$_SDFF_PP0_,2
metrics by stage:
stage | instances | util, %
CTS | 74 | 9.89
global placement | 71 | 9.30
global route | 74 | 9.93
finish | 74 | 9.93
floorplan | 12 | -
detailed placement | 71 | 9.30
cell families after synthesis:
logic type	count (synthesis)	share of synthesized area, %
AND/OR/NAND/NOR	4	11.5
flip-flops	4	61.5
XOR/XNOR	4	26.9
area by class of cell:
cell class / count / share of cell area [%]
Tap cell: 46 / 17.0
Multi-Input combinational cell: 8 / 14.8
Clock buffer: 3 / 6.64
Sequential cell: 4 / 24.4
Timing Repair Buffer: 13 / 37.3
routing by layer:
layer	vias to the layer above	global-route usage, %
met2	11	2.01
li1	68	-
met5	-	0
met3	0	1.93
met4	0	0.352
met1	54	1.66
cell usage in the layout, fill, tap and decap left out, drive strengths merged:
cell           instances
clkdlybuf4s50          9
clkdlybuf4s15          1
clkbuf                 3
dfxtp                  4
nor2                   4
dlygate4sd2            3
xnor2                  4
where the power goes:
| group | internal (uW) | leakage (uW) | switching (uW) |
|---|---|---|---|
| Clock | 134 | 0.0000138 | 58.7 |
| Combinational | 55.6 | 0.0000762 | 19.2 |
| Sequential | 175 | 0.0000339 | 3.53 |
Power figures rest on the tool's default switching activity, not on a simulated workload.
